==> design.v <==
`timescale 1ns / 1ps
module VGA_Sync(
    input clock, reset,
    output hSync, vSync, videoON, pTick,
    output [9:0] pixelX, pixelY  
    );
    localparam HORIZONTAL_DISPLAY = 640;
    localparam HORIZONTAL_LEFT = 16;
    localparam HORIZONTAL_RIGHT = 48;
    localparam HORIZONTAL_RETRACE = 96;
    localparam VERTICAL_DISPLAY = 480;
    localparam VERTICAL_TOP = 11;
    localparam VERTICAL_BOTTOM = 31;
    localparam VERTICAL_RETRACE = 2;
    reg[9:0] horizontalCount, verticalCount;
    reg[9:0] horizontalCountNext, verticalCountNext;
    reg verticalSync, horizontalSync;
    wire verticalSyncNext, horizontalSyncNext;
    wire verticalEnd, horizontalEnd;
    always@(posedge clock or posedge reset)
    begin
        if(reset)
        begin
            verticalSync = 0;
            horizontalSync = 0;
            horizontalCount = 0;
            verticalCount = 0;
        end
        else
        begin
            verticalSync <= verticalSyncNext;
            horizontalSync <= horizontalSyncNext;
            verticalCount <= verticalCountNext;
            horizontalCount <= horizontalCountNext;
        end
    end
    wire clock65;    
    wire clock40;    
    reg[3:0] clock25;    
    always@(posedge clock or posedge reset)begin
        if(reset)clock25<=0;
        else clock25<=clock25+1;
    end
    assign verticalEnd = (verticalCount==(VERTICAL_DISPLAY + VERTICAL_TOP + VERTICAL_BOTTOM + VERTICAL_RETRACE-1));
    assign horizontalEnd = (horizontalCount==(HORIZONTAL_DISPLAY + HORIZONTAL_LEFT + HORIZONTAL_RIGHT + HORIZONTAL_RETRACE-1));
    always@(posedge clock25[1])
    begin
        begin
            if(horizontalEnd)
            horizontalCountNext = 0;
            else
            horizontalCountNext = horizontalCount + 1;
        end
    end
    always@(posedge clock25[1])     
    begin
        if(horizontalEnd)   
        begin
            if(verticalEnd)
            verticalCountNext = 0;
            else
            verticalCountNext = verticalCount + 1;
        end
        else
        verticalCountNext = verticalCount;
    end
    assign horizontalSyncNext = (horizontalCount>=(HORIZONTAL_DISPLAY+HORIZONTAL_RIGHT) && horizontalCount<=(HORIZONTAL_DISPLAY+HORIZONTAL_RIGHT+HORIZONTAL_RETRACE-1));
    assign verticalSyncNext = (verticalCount>=(VERTICAL_DISPLAY+VERTICAL_BOTTOM) && verticalCount<=(VERTICAL_DISPLAY+VERTICAL_BOTTOM+VERTICAL_RETRACE-1));
    assign videoON = (verticalCount <= VERTICAL_DISPLAY && horizontalCount <= HORIZONTAL_DISPLAY);
    assign hSync = horizontalSync;
    assign vSync = verticalSync;
    assign pixelX = horizontalCount;
    assign pixelY = verticalCount;
    assign pTick = clock25[1];
endmodule
==> run.sh <==
#!/bin/bash
# OpenROAD 26Q1-2900-gdf79404cd8, Yosys 0.63+post, stock flow scripts
make -C /OpenROAD-flow-scripts/flow DESIGN_CONFIG=/design/flow/config.mk WORK_HOME=/design/flow/orfs finish
==> config.mk <==
export PLATFORM = sky130hd
export DESIGN_NAME = VGA_Sync
export DESIGN_NICKNAME = VGA_Sync
export VERILOG_FILES = /design/flow/design.v
export SDC_FILE = /design/flow/constraint.sdc
export NUM_CORES = 4
export LEC_CHECK = 1
export CORE_UTILIZATION = 40
==> constraint.sdc <==
current_design VGA_Sync

set clk_period 2.3
set clk_io_pct 0.2

create_clock -name clk0 -period $clk_period [get_ports {clock}]

set non_clock_inputs [all_inputs -no_clocks]
set_input_delay [expr $clk_period * $clk_io_pct] -clock clk0 $non_clock_inputs
set_output_delay [expr $clk_period * $clk_io_pct] -clock clk0 [all_outputs]
==> GITHUB_STEP_SUMMARY <==
## PnR job results

| Metric | Value |
|---|---|
| Syn Area/Cell | 11.6 µm² |
| First drt pass iteration count | 4 |
| Core Region | 4030 µm² |
| Synth warn | 1 |
| Rel. slew slack | 76.3% |
| CP Launch Type | register |
| Synth unique cells | 37 |
| # IOs | 26 |
| Hold Crit Class | register to register |
| Worst-margin pin slew | 0.353 ns |
| Final setup viols | 0 |
| Yosys cell count | ~150 |
| Number of global-route vias before repair | 1121 |
| Half-perimeter wire length after placement | 2.21 mm |
| Status | completed |
| Yosys top cell by area | dfrtp_1 |
| DP Worst Slack | -0.0385 ns |
| Max Cap Viol | 0 |
| Cell area after layout | around 2100 µm² |
| Fin crit period | 2.11 ns |
| Highest clock rate | 475 MHz |
| Initial antenna violation count | 0 |
| Htree depth | 1 |
| Seq cells post-synth | 44 |
| Most frequent cell after synthesis | dfrtp_1 |
| Post-synth EDFFs | 0 |
| Die Width | about 67 µm |
| FP Rows | 23 |
| CTS Buf Count | 3 |
| Yosys stat area | 1700 µm² |
| Synth Seq Share | 59.0% |
| Die height | 67.1 µm |
| Layout cells sized above 1 | 12.2% |
| CP max-delay cell | dfrtp_1 |
| Total Wirelength | 3.03 mm |
| Count of hold-fix buffers inserted at cts | 0 |
| CP required | about 1.8 ns |
| Worst setup path class | register to primary output |
| Number of unconstrained endpoints | around 40 |
| Arr. time, crit path | 1.65 ns |
| Leakage | 0.000929 µW |
| Register share of total power | a little over three fifths |
| CP cell instances | inv_1 > ha_1 > nor4b_4 > nand2_1 > a21o_1 > a221oi_2 > clkbuf_2 |
| Clock Skew | 0.000902 ns |
| Most frequent cells after synthesis | dfrtp_1, dfxtp_1, nand3_1 |
| Tool Warnings | 27 |
| Placer Congestion | 0.880 |
| Slew Viols, Final | 0 |
| Clock transition at path regs | around 0.070 ns |
| PortBufs | 25 |
| Drt initial violations | 36 |
| Combinational power share | 1.6% |
| Clock Path Buffers | 2 |
| Largest net degree at the start of global routing | 25 |
| Grt ovf | 0 |
| P_int | between 500 and 600 µW |
| DRT antenna net count | 0 |
| Top cells by area | dfrtp_1, dfxtp_1, nand3_1, xnor2_1, xor2_1 |
| Peak VDD IR | 363 µV |
| First-pass GRT wire length | 5.23 mm |
| Root Driver | clkbuf_8 |
| N_diodes | 0 |
| FP Util | 42.1% |
| Clock power frac | 35.2% |
| Hold Fails Final Rpt | 0 |
| Area leader share | a little over a third |
| Sw Ratio | 18.9% |
| Power Density | about 320 nW/µm² |
| Vias | 1141 |
| CTS tree | yes |
| CP endpoint kind | primary output |
| GRT Total Usage | around 16% |
| Area of the mapped netlist | between 1500 and 2000 µm² |
| Vias/cell | 4.96 |
| RSZ-0062 raised after global routing | no |
| # Post-CTS Setup Buffers | 0 |
| Clock latency on the worst-skew pair | approximately 0.26 ns |
| Synth Flop Type | dfrtp_1 |
| Slowest cell delay on critical path | 0.38 ns |
| Period utilization | 91.6% |
| Residual DRC | 0 |
| Mapped Cells | approximately 150 |
| Ys async rst share | 54.5% |
| Worst Path Max Fanout | 2 |
| Fin worst setup slack | ~0.19 ns |
| Sw power | 126 µW |
| Dpl cell area | approximately 2000 µm² |
| P&R area growth vs syn | 23.8% |
| Register pins left without a clock | 20 |
| WL per Instance | 13.2 µm |
| Die area | approximately 4500 µm² |
==> cell usage in the layout (no fill, tap or decap), drive strengths merged <==
cell type      count
a211oi             1
a21boi             1
a21o               1
a21oi              2
a221oi             1
a31oi              2
a41oi              1
and2               3
and2b              1
and3               4
and4               3
buf               11
clkbuf             4
clkdlybuf4s50     24
dfrtp             24
dfxtp             20
ha                 4
inv                8
nand2             11
nand2b             3
nand3             13
nand3b             1
nand4              4
nor2               7
nor3               2
nor4               2
nor4b              2
o21ai              4
o21bai             1
o31ai              1
o32ai              1
or3                1
xnor2              6
xor2               6
==> final cells by class <==
cell class | count | area (µm²)
fillers | 360 | 1930
clock buffers | 3 | 41.3
well taps | 50 | 62.6
flip-flops and latches | 44 | 1000
multi-input cells | 89 | 638
inverters | 8 | 30.0
repair buffers | 36 | 328
==> metrics by stage <==
step           utilization [%]  cells  power, µW  hold slack [ns]  TNS, ns
2_1_floorplan                -    146        436            0.413        0
3_3_place_gp              50.7    227        442            0.427  -0.0340
3_5_place_dp              50.7    227        442            0.439  -0.0385
4_1_cts                   52.0    230        683            0.450        0
5_1_grt                   52.1    230        701            0.454        0
6_report                  52.1    230        667            0.449        0
==> logic make-up after synthesis <==
group,after synthesis,share of synthesized area (%)
xor gates and xnor gates,12,6.19
buffers and inverters,13,4.65
and+or+nand+nor,57,20.9
DFF,44,59.0
adders and majority gates,4,2.95
AOI/OAI and AO/OA,16,6.27
==> flip-flops by register name, indices dropped and copies added, names as in the netlist <==
signal and flops:
horizontalCountNext 10, verticalCount 10, horizontalSync 1, verticalSync 1, verticalCountNext 10, horizontalCount 10, clock25 2
==> routing by layer <==
metal / vias to the layer above / global-route usage (%) / wire length (µm)
met5: - / 0 / 0
met3: 2 / 2.78 / 155
li1: 569 / - / -
met4: 0 / 1.60 / 14
met1: 542 / 26.3 / 1490
met2: 28 / 23.8 / 1370
==> worst max-delay path, delay by kind of cell (launching register included) <==
| kind | cells | cell delay [ns] |
|---|---|---|
| and+or+nand+nor | 2 | 0.25 |
| AOI/OAI and AO/OA | 2 | 0.42 |
| DFF | 1 | 0.38 |
| buffers and inverters | 2 | 0.19 |
| adders and majority gates | 1 | 0.15 |
==> path summary, 6_finish.rpt <==
check / end / slack [ns] / from / depth (start not counted)
min in group asynchronous: horizontalSync / 0.55 / reset / 3
hold / removal: clock25[0] / 0.45 / clock25[0] / 1
max in group asynchronous: verticalCount[3] / 1.52 / reset / 3
setup reg to reg: verticalSync / 0.90 / verticalCount[1] / 5
setup / recovery: videoON / 0.19 / horizontalCount[1] / 7
hold reg to reg: clock25[0] / 0.45 / clock25[0] / 1
==> timing repair <==
action	in CTS	in global routing
pin swaps	1	1
endpoints found under the setup margin	1	1
gates resized	3	3
cloned	0	0
==> power by group through the flow <==
stage	Sequential, µW	Combinational (µW)	Clock (µW)
after CTS	421	11.9	250
after global routing	422	13.1	266
final	422	10.9	235
Power is estimated from default activity; no workload was simulated.
